**flow/run.sh**
```bash
#!/bin/bash
# OpenROAD 26Q1-2900-gdf79404cd8, Yosys 0.63+post, stock flow scripts
make -C /OpenROAD-flow-scripts/flow DESIGN_CONFIG=/design/flow/config.mk WORK_HOME=/design/flow/orfs finish
```
**flow/config.mk**
```make
export PLATFORM = sky130hd
export DESIGN_NAME = apb_slave
export DESIGN_NICKNAME = apb_slave
export VERILOG_FILES = /design/flow/design.v
export SDC_FILE = /design/flow/constraint.sdc
export NUM_CORES = 4
export LEC_CHECK = 1
export CORE_UTILIZATION = 50
```
**flow/constraint.sdc**
```tcl
current_design apb_slave

set clk_period 3.9
set clk_io_pct 0.2

create_clock -name clk0 -period $clk_period [get_ports {pclk}]

set non_clock_inputs [all_inputs -no_clocks]
set_input_delay [expr $clk_period * $clk_io_pct] -clock clk0 $non_clock_inputs
set_output_delay [expr $clk_period * $clk_io_pct] -clock clk0 [all_outputs]
```
**flow/design.v**
```verilog
module apb_slave (
    input wire pclk,               
    input wire presetn,            
    input wire psel,               
    input wire penable,            
    input wire pwrite,             
    input wire [8-1:0] paddr,        
    input wire [8-1:0] pwdata,       
    output reg [8-1:0] prdata,       
    output reg pready,             
    output reg pslverr             
);
	reg [8-1:0] memory [0:2**8 -1];  
    reg [8 -1:0] addr_reg;
    localparam IDLE   = 2'b00;
    localparam SETUP  = 2'b01;
    localparam ACCESS = 2'b10;
    reg [1:0] current_state;
    always @(posedge pclk or negedge presetn) begin
        if (!presetn) begin
            pready <= 1'b0; 
            pslverr <= 1'b0;
			addr_reg <= {8{1'b0}};
        end 
		else begin
            pready <= 1'b0;
            pslverr <= 1'b0;
            if (psel) begin
                if (!pwrite && penable) begin
                    if (paddr < (2**8) ) begin  
                        addr_reg <= paddr;
                        prdata <= memory[paddr];     
                        pready <= 1'b1;              
                    end else begin
                        pslverr <= 1'b1;             
                        pready <= 1'b1;
                    end
                end
                if (pwrite && penable) begin
					if (paddr < (2**8)) begin  
                        memory[paddr] <= pwdata;     
                        pready <= 1'b1;              
                    end else begin
                        pslverr <= 1'b1;             
                        pready <= 1'b1;
                    end
                end
            end
        end
    end
endmodule
```
==> flow_summary.ini <==
; yosys + openroad results
[power]
swShare = 0.231
powerDensity_nw_per_um2 = 468
internal-power_mw = 36.5
ir_worst_vdd_uv = 467
clkPwrFrac = 0.434
power_switching_mw = 11.0
seqPwrFrac = 0.512
power_mw = 47.5
leakagePower_nw = 33.5
combPwrFrac = 0.053

[synth]
synth.distinct_cells = 63
synth_area_um2 = 79000
synth_seq_share = 0.782
syn_area_per_cell_um2 = 16.0
syn_inst = 4936
ys_cells = 4936
yosysMostFrequentCell = edfxtp_1
top_cells_by_count = edfxtp_1, nand3_1, a22oi_1
edf_count = 2056
yosysTopAreaCellShare = 0.782
flop_cell = edfxtp_1
synth.largest_area_cell = edfxtp_1
yosys_area_um2 = 79000
topCellsByArea = edfxtp_1, a22oi_1, nand3_1, a32oi_1, nand4_1
yosys_warnings = 2
synth_flops = 2057
synth_async_sr_flop_share = 0.000486

[finish]
design_area_um2 = 102000
drive_gt1_frac = 0.299
seq_area_um2 = 61800
syn_to_final_growth_pct = 28.7
mi_logic_area_um2 = 16300
fillers = 10400

[final_timing]
max_freq_mhz = 227
relSlewSlack = -0.0398
fin_crit_sh = 1.13
tns_ps = -2070
hold_viol_final = 0
finalSetupViolCount = 7
worst_pin_slew_ps = 1550
maxSlewViolCount = 9
finClkSkew_ps = 72.8
setup_slack_ps = -512
final.min_clock_period_ps = 4410

[route]
first_pass_iters = 28
finalWirelength_mm = 515
wl_per_cell_um = 60.6
avgViaCountPerCell = 8.56
route.vias.total = 72700
antenna_left = 0
drc = 0
drt_iter0_markers = 11200

[floorplanning]
rows = 145
dieWidth_um = 399
die_y_um = 399
io_pins = 31
core_area_um2 = 157000
floorplanUtilization = 0.505
die-area_um2 = 160000

[setup_path]
crit_type = in2reg
r2r-start = memory[14][6]$_DFFE_PP_
end_kind = flop
crit_required_ps = 4480
crit_chain = buf_2 -> buf_4 -> nor4bb_4 -> buf_12 -> buf_12 -> buf_4 -> a22oi_1 -> o22ai_1 -> nor4_1 -> buf_4 -> nand2_1 -> nor4_1 -> a31oi_1
start_kind = input port
setup.worst_path.start = paddr[1]
crit_fanout = 15
arrival_ps = 4990
crit_buf_inv = 6
slowest_stage = nor4_1
cp_top_family = simple AND/OR/NAND/NOR gates
crit_top_cell = buf_4
cpPeakStageDelay_ps = 1130

[clock_tree]
htree_levels = 4
post_cts_buffers = 0
cts.sinks = 2057
clk_pin_slew_ps = 60
root_buffer = clkbuf_16
cts_buffers = 203
cts_tree = built
clock_path_buffers = 3
clock_latency_ps = 920

[grt]
grt_pass1_vias = 72900
grt_pass1_wl_mm = 672
grt_usage = 0.731
grt.overflow.total = 0
grt_antenna_before_repair = 56
grt_max_degree = 102

[hold_path]
hold_path.class = in2async

[status]
status = finished with violations
violations = max-capacitance violations, max-slew violations, negative setup slack

[placed_design]
post_dp_cell_area_um2 = 94400
place_ws_ps = -1590
place_congestion = 1.28
hpwl_mm = 358
io_buffers = 29

[job]
tool_warnings = 32
maxCapViolations = 3
==> power groups by stage <==
stage	clock, mW	sequential (mW)	combinational, mW
finish	20.6	24.3	2.53
CTS	20.3	24.3	2.25
global route	21.2	24.3	2.39
==> routing by layer <==
| metal | vias up | global-route usage | wire (µm) |
|---|---|---|---|
| met5 | - | 0.620 | 8470 |
| met4 | 238 | 0.645 | 69500 |
| met3 | 4250 | 0.726 | 120000 |
| met2 | 11100 | 0.809 | 186000 |
| met1 | 34000 | 0.697 | 131000 |
| li1 | 23100 | - | - |
==> worst paths after layout <==
check                                            to  slack, ps  cells past startpoint
max                             prdata[3]$_DFFE_PP_       -510                     13
min                                pready$_DFF_PN0_        100                      1
max reg2reg                     prdata[6]$_DFFE_PP_        -30                      9
min reg2reg                     prdata[6]$_DFFE_PP_        630                      2
max in group asynchronous          pready$_DFF_PN0_       3630                      1
min in group clk0          memory[181][7]$_DFFE_PP_        310                      1
==> logic make-up (layout without fill, tap and decap cells) <==
group / count (synthesis) / after routing / share of synthesized area
muxes: 2 / 2 / 0.000253
and+or+nand+nor: 1475 / 1475 / 0.0996
buffers and inverters: 430 / 1816 / 0.0241
AOI/OAI and AO/OA: 969 / 969 / 0.0939
xor gates and xnor gates: 2 / 2 / 0.000222
other: 1 / 112 / 0.0000475
DFF: 2057 / 2057 / 0.782
==> sequential cells by signal (all words and copies together) (netlist names) <==
name	count
prdata	8
memory	2048
pready	1
==> stage by stage <==
| step | util | cells | hold slack [ps] |
|---|---|---|---|
| finish | 0.649 | 8491 | 103 |
| global route | 0.648 | 8440 | 120 |
| CTS | 0.647 | 8380 | 110 |
| detailed placement | 0.603 | 8005 | 612 |
| global placement | 0.603 | 8004 | 617 |
| floorplan | - | 4936 | 484 |
==> cells in the final DEF (no fill, tap or decap), types with 9 or more instances in the layout <==
cell,count
nor3_2,95
nor4_1,67
or4b_2,9
clkinv_1,43
or4_1,31
a222oi_1,56
bufinv_16,28
and3_1,47
a32o_1,10
o22a_1,9
o22ai_1,153
diode_2,111
buf_2,9
nor2_1,269
buf_12,234
nand4_1,191
a32oi_1,149
nand2_1,68
a21oi_1,56
a22o_1,48
buf_4,1176
nor4bb_4,12
and4_1,10
a31oi_1,11
nor3_1,41
o211ai_1,15
clkdlybuf4s50_1,13
clkbuf_16,204
clkinv_2,41
edfxtp_1,2056
clkbuf_1,36
a2111oi_0,17
a221oi_1,26
o21ai_0,10
nand3_1,558
a22oi_1,384
clkinv_16,12
==> cell type report <==
cell class	count	share of cell area
antenna	111	0.00273
clock buffer	240	0.0515
clock inverter	135	0.0164
inverter	1	0.0000369
multi-input combinational	2449	0.160
sequential	2057	0.608
tap	2058	0.0253
timing repair buffer	1440	0.136
==> what timing repair did <==
action / in CTS / in global routing
gates cloned: 0 / 0
setup endpoints to repair: 3 / 13
pin swaps: 1 / 3
hold buffers: 0 / 0
gates resized: 6 / 5
Power is estimated from default activity; no workload was simulated.
